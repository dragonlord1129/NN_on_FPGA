==> ./design.v <==
module ReLU #(parameter dataWidth=16,weightIntWidth=4)(
    input clk,
    input [2*dataWidth-1:0]   x,
    output reg [dataWidth-1:0] out
);
always @(posedge clk) begin
    if($signed(x) >= 0) begin
        if(|x[2*dataWidth-1-:weightIntWidth+1])  
            out <= {1'b0,{(dataWidth-1){1'b1}}};  
        else
            out <= x[2*dataWidth-1-weightIntWidth-:dataWidth];
    end
    else 
        out <= 0;      
end
endmodule
==> ./run.sh <==
#!/bin/bash
# OpenROAD 26Q1-2900-gdf79404cd8, Yosys 0.63+post, stock flow scripts
make -C /OpenROAD-flow-scripts/flow DESIGN_CONFIG=/design/flow/config.mk WORK_HOME=/design/flow/orfs finish
==> ./config.mk <==
export PLATFORM = sky130hd
export DESIGN_NAME = ReLU
export DESIGN_NICKNAME = ReLU
export VERILOG_FILES = /design/flow/design.v
export SDC_FILE = /design/flow/constraint.sdc
export NUM_CORES = 4
export LEC_CHECK = 1
export CORE_AREA = 10 10 80 80
export DIE_AREA = 0 0 90 90
==> ./constraint.sdc <==
current_design ReLU

set clk_period 2.2
set clk_io_pct 0.2

create_clock -name clk0 -period $clk_period [get_ports {clk}]

set non_clock_inputs [all_inputs -no_clocks]
set_input_delay [expr $clk_period * $clk_io_pct] -clock clk0 $non_clock_inputs
set_output_delay [expr $clk_period * $clk_io_pct] -clock clk0 [all_outputs]
==> CHANGELOG.md <==
### Metrics

* Largest stage delay on the critical path at 0.48 ns
* Die Ht at 90 um
* Dominant cells by area after synthesis: sky130_fd_sc_hd__dfxtp_1 65%, sky130_fd_sc_hd__a21oi_1 15%, sky130_fd_sc_hd__inv_1 11%
* Global-route layer with the greatest usage: met2
* Warnings from Yosys at 1
* Areal power density over the cells at 637 nW/um^2
* Worst endpoint data arrival time at 1.03 ns
* Highest ir drop seen on vdd at 0.253 mV
* I/O pin count at 49
* Required time reported for the critical path endpoint at 1.76 ns
* Slowest library cell on the worst path: sky130_fd_sc_hd__clkdlybuf4s50_1
* CTS max path bufs at 2
* Post-synthesis async set-or-reset flop share at 0
* TritonCTS clock tree: done
* Die width at 90 um
* Maximum number of pins on one net before global-route repair at 16
* FP Util at 0.104
* Total overflow reported by the global router at 0
* Cell depth of the worst min-delay path at 3
* Placed cell areas at 928 sq um
* Worst min-delay path endpoint: out[13]
* Max-cap viol count at 0
* Global-route wire length before repair at 2560 um
* Number of global-route vias before repair at 503
* Type of the most critical hold path: in -> reg
* Finished Layout Cells at 155
* Clk pin slew, worst setup/hold paths at 0.06 ns
* Average instance area after synthesis at 9.83 sq um
* Combined global-route utilization of all metal layers at 0.0396
* Setup_tns at 0 ns
* Number of enable flip-flop cells at 0
* Largest register FFs at 16
* Sinks on Clock Net at 16
* Normalized max-slew margin at 0.562
* Ant. Diodes at 0
* Layout cells sized above 1 at 0.0568
* Final worst-path cycle share at 0.667
* Category of the worst setup path capture point: output pin
* Global-route track usage on met3 at 0.0293
* Largest registers: out: 16 flops
* Antenna violations before repair at 0
* Unrepaired setup endpoints after global routing: no
* Area of the core region at 4720 sq um
* Largest fanout on the critical path at 1
* Average wire per standard cell at 10.2 um
* Placer Congestion at 0.592
* Cell Rows at 25
* Count of buffers from port buffering at 36
* Via count of the routed design at 441
* Register bank with the most flops: out
* Area share of the largest cell type after synthesis at 0.651
* Vias per std cell at 2.85
* Register area share after synthesis at 0.651
* Met2 routing resource usage after global routing at 0.0684
* Global routing met1 resource utilization at 0.0399
* Total standard cell area after synthesis at 492 sq um
* Post-route minimum period at 1.47 ns
* CP Buf/Inv Count at 1
* Final max-slew violation count at 0
* CP cell instances: clkdlybuf4s50_1
* Design area at 970 sq um
* Overall power at 0.000618 W
* Leading cell types by count after synthesis: 16 x sky130_fd_sc_hd__dfxtp_1, 15 x sky130_fd_sc_hd__a21oi_1, 15 x sky130_fd_sc_hd__inv_1
* Setup fix buffers added after clock tree synthesis at 0
* Kind of launch point of the worst setup path: flop
* Count of endpoints failing setup in the final report at 0
* Cell variety after synth at 7
* Post-synthesis cell count from yosys at 50
* Total number of warnings across the stage logs at 37
* Hold Violations, Final at 0
* Detailed placement HPWL at 1240 um
* Cell type contributing the most total cell area after synthesis: sky130_fd_sc_hd__dfxtp_1
* CTS Hold Buffers Added at 0
* Drt first-iter violations at 7
* Static leakage at 0.413 nW
* Number of storage elements in the synthesis netlist at 16
* Routed WL at 1570 um
* Status: finished clean
* Top cell type by instance count after synthesis: sky130_fd_sc_hd__dfxtp_1
* Cell count after placement at 152
* Slew @ Worst Pin at 0.654 ns
* Achievable Freq at 681 MHz
* Area of the die at 8100 sq um
* Number of iterations in the first detailed-routing pass at 2
* Cells after synthesis at 50
* Worst hold path startpoint: x[25]
* CTS Root Cell: sky130_fd_sc_hd__clkbuf_8
* Final core occ at 0.205
* Number of buffers created by CTS at 3
* Most instantiated flip-flop cell in the synthesis netlist: sky130_fd_sc_hd__dfxtp_1
* PostCTS Resize Cnt at 0
* Area of the synthesized netlist per yosys stat at 492 sq um
* Area growth syn-to-layout at 97.2%
* Delay-heaviest family, CP: buffers and inverters
* Antenna Violating Nets Remaining at 0
* Total DRC errors in the routed layout at 0
* Type of the setup path with the least slack: reg -> out
* H-tree depth at 1
cells by family after synthesis:
kind of cell,count (synthesis),share of synthesized area
flip-flops,16,0.651
other,1,0.00763
AND/OR/NAND/NOR,1,0.0433
AND-OR/OR-AND,15,0.153
buffers and inverters,17,0.145
routing by layer:
metal,vias up,share of wire,wire length [um]
li1,224,-,-
met1,193,0.41,638
met2,24,0.47,732
met3,0,0.13,203
met4,0,0,0
met5,-,0,0
cells in the final DEF, fill, tap and decap left out:
master / n
sky130_fd_sc_hd__clkbuf_8: 3
sky130_fd_sc_hd__clkdlybuf4s50_1: 36
sky130_fd_sc_hd__dfxtp_1: 16
sky130_fd_sc_hd__buf_4: 1
sky130_fd_sc_hd__nor4_4: 1
sky130_fd_sc_hd__a21oi_1: 15
sky130_fd_sc_hd__conb_1: 1
sky130_fd_sc_hd__inv_1: 15
worst max path at each step:
stage	startpoint	to	cells after the start	slack, ns
6_report	out[9]	out[9]	1	0.73
5_1_grt	out[13]	out[13]	1	0.66
4_1_cts	out[9]	out[9]	1	0.69
where the power goes:
group | leakage (nW) | internal (W) | switching, W
Combinational | 0.257 | 0.0000651 | 0.0000227
Clock | 0.0216 | 0.000121 | 0.0000982
Sequential | 0.135 | 0.000307 | 0.00000379
stage by stage:
step,setup slack [ns],hold WS [ns]
6_report,0.732,0.727
5_1_grt,0.655,0.729
4_1_cts,0.692,0.714
3_5_place_dp,0.535,0.987
3_3_place_gp,0.540,0.985
2_1_floorplan,1.03,0.509
area by class of cell:
type                    count  area, sq um
fillers                   520         3750
repair buffers             37          368
flip-flops and latches     16          320
multi-input cells          17          100
well taps                  67         83.8
inverters                  15         56.3
clock buffers               3         41.3
No activity file was given, so power comes from the tool's default toggle rates.
